## ./run.sh

```bash
#!/bin/bash
# OpenROAD 26Q1-2900-gdf79404cd8, Yosys 0.63+post, stock flow scripts
make -C /OpenROAD-flow-scripts/flow DESIGN_CONFIG=/design/flow/config.mk WORK_HOME=/design/flow/orfs finish
```

## ./config.mk

```make
export PLATFORM = sky130hd
export DESIGN_NAME = mInstructionMemory
export DESIGN_NICKNAME = mInstructionMemory
export VERILOG_FILES = /design/flow/design.v
export SDC_FILE = /design/flow/constraint.sdc
export NUM_CORES = 4
export LEC_CHECK = 1
export CORE_AREA = 10 10 70 70
export DIE_AREA = 0 0 80 80
```

## ./constraint.sdc

```tcl
current_design mInstructionMemory

set clk_period 1.9
set clk_io_pct 0.2

create_clock -name clk0 -period $clk_period

set non_clock_inputs [all_inputs -no_clocks]
set_input_delay [expr $clk_period * $clk_io_pct] -clock clk0 $non_clock_inputs
set_output_delay [expr $clk_period * $clk_io_pct] -clock clk0 [all_outputs]
```

## ./design.v

```verilog
module mInstructionMemory (
	input wire[31:0] current_instruction_address,
	output reg[31:0] current_instruction
	);
	reg[31:0]memory[0:127];
	integer i;
	initial begin
		for(i = 0; i < 32; i = i + 1) 
		begin
			memory[i] = 31'b0;
		end
		memory[0]  = 32'b00001000000000000000000000000100;	 
	  	memory[16]  = 32'b00000100000010000000000000001010;		 
		memory[20]  = 32'b00000100000010010000000000000110;		 
		memory[24]  = 32'b00000100000010010000000000000110;		 
    	memory[28] = 32'b00000100000010100000000000000100;		 
	  	memory[32] = 32'b00000100000010110000000000000100;		 
		memory[36] = 32'b00000100000011000000000001001101;		 
		memory[40] = 32'b00000100000100011111111111111111;		 
		memory[44] = 32'b00000100000100100000000000000010;		 
		memory[48] = 32'b00000010001100101000000000101010;		 
		memory[52] = 32'b00000001000010011000000000100000;		 
		memory[56] = 32'b00000010000010101000000000100010;		 
		memory[60] = 32'b00010001010010110000000000000010;		 
		memory[64]  = 32'b00000100000010000000000000001010;		 
		memory[68]  = 32'b00000100000010000000000000001011;		 
		memory[72]  = 32'b00000100000010000000000000001100;		 
		memory[76] = 32'b00000010000010011000000000100010;		 
		memory[80] = 32'b10101100000011000000000000000100;		 
		memory[84] = 32'b10001100000011010000000000000100;		 
		memory[88] = 32'b00000001101100010110100000100000;		 
	end
	always @ (current_instruction_address) begin
		current_instruction = memory[current_instruction_address];
	end
endmodule
```

==> flow_metrics.py <==
# Auto-generated metrics
metrics = {
    "drt": {
        "n_antenna_cell": 0,
        "ant_nets": 0,
        "first_pass_iters": 4,
        "viasPerCell": 4.25,
        "via_count": 842,
        "routed_wl_um": 2640,
        "wl_per_cell_um": 13.4,
        "drtIter0Drc": 12,
        "drc": 0,
    },
    "setup_path": {
        "cp_max_fo": 3,
        "worst_ep_required_time_ns": 1.52,
        "cp_top_family": "simple AND/OR/NAND/NOR gates",
        "critPathKind": "in -> out",
        "worst_ep_arrival_time_ns": 1.55,
        "cp_cell_sequence": "buf_6 > or3b_4 > or4_4 > a21oi_2 > buf_2",
        "start_kind": "primary input",
        "crit_slowest_cell": "or4_4",
        "endpoint_kind": "output pin",
        "cpPeakStageDelay_ns": 0.43,
        "path_buffers": 2,
    },
    "floorplan": {
        "io_pins": 64,
        "row_count": 21,
        "fp_util_pct": 16.8,
        "coreArea_mm2": 0.00342,
        "die_w_um": 80,
        "chip_area_mm2": 0.00640,
        "die_y_um": 80,
    },
    "placed_design": {
        "postPlaceCellArea_mm2": 0.00113,
        "gp_routability_congestion": 0.872,
        "place_hpwl_um": 1890,
        "portBuffers": 38,
    },
    "pwr": {
        "power.leakage_uw": 0.000801,
        "total_power_uw": 260,
        "peakVddDrop_v": 0.0000856,
        "power.density_mw_per_mm2": 178,
    },
    "sta": {
        "setup_viol": 1,
        "period_needed_ns": 1.93,
        "rsz0062_at_grt": "yes",
        "drv_slew": 0,
        "final.setup.tns_ns": -0.0294,
        "fmax_mhz": 518,
        "finalHoldViolations": 0,
        "fin_crit_sh_pct": 102,
        "worst_slack_ns": -0.0294,
    },
    "final_layout": {
        "design_area_mm2": 0.00146,
        "ff_count": 0,
        "clkbuf_count": 0,
        "final-comb-area_um2": 678,
        "seq_area_um2": 0,
        "fillerInstances": 321,
        "syn_to_final_growth_pct": 155,
        "drive_above_1_share_pct": 59.9,
    },
    "outcome": {
        "violations": "negative setup slack",
        "status": "complete, but fails checks",
    },
    "job": {
        "drv_cap": 0,
        "warning_count": 66,
    },
    "synth": {
        "syn_area_um2": 573,
        "synth_warnings": 1,
        "ys_seq_share_pct": 0,
        "ys_area_um2": 573,
        "yosysUniqueCellTypes": 34,
        "synth_area_per_cell_um2": 6.59,
        "syn_inst": 87,
        "ys_cells": 87,
        "yosysTopAreaCell": "ha_1",
        "synth.top_cell.area_share_pct": 19.7,
        "topCellsByArea": "ha_1 20%, buf_4 12%, nand2_1 7.9%",
    },
    "grt": {
        "grt_max_degree": 11,
        "grt.overflow.total": 0,
        "grt_pass1_vias": 833,
        "grt_antenna_before_repair": 0,
        "grtUsageTotal_pct": 7.78,
        "grt_pass1_wl_um": 4200,
    },
    "clocking": {
        "hold_buffers": 0,
    },
    "hold_path": {
        "hp-start": "current_instruction_address[5]",
        "worstHoldPathCells": 4,
        "hp-class": "in -> out",
        "holdPathEnd": "current_instruction[17]",
    },
}
layout make-up:
cell class / count / area share, %
multi-input cells: 70 / 46.5
inverters: 3 / 1.29
well taps: 46 / 3.95
repair buffers: 79 / 48.3
Yosys cell counts (all sizes together):
library cell and n:
nor2 4, o211ai 2, clkbuf 2, nand3b 1
or3b 2, inv 3, or2 1, a211o 2
mux2i 1, or4 2, nor2b 6, and2 1
buf 12, or3 2, ha 9, o21ai 3
conb 1, nor3b 2, a211oi 1, nand3 2
a21o 1, nand2b 2, o22ai 1, nand2 12
o31ai 1, xnor2 1, and3 2, o221ai 1
and4b 1, a21oi 6
timing repair:
action	CTS	global route
cloned	1	0
endpoints found under the setup margin	31	18
gates resized	118	31
buffers inserted	12	3
pin swaps	22	17
cells by family after synthesis:
group | Yosys count | share of synthesized area, %
AOI/OAI and AO/OA | 18 | 20.1
xor gates and xnor gates | 1 | 1.53
adders and majority gates | 9 | 19.7
buffers and inverters | 17 | 17.5
muxes | 1 | 1.75
other | 1 | 0.654
and+or+nand+nor | 40 | 38.9
cells in the final DEF, fill, tap and decap left out, types with 2 or more instances in the layout:
cell type / count
nor2b_4: 3
dlygate4sd2_1: 10
o21ai_2: 2
ha_4: 5
clkdlybuf4s15_1: 5
a211o_1: 2
nor2_1: 3
or3b_4: 2
a21oi_1: 2
dlymetal6s2s_1: 5
nand2_2: 2
ha_1: 4
nor2b_1: 2
or4_4: 2
a21oi_2: 4
buf_4: 29
buf_6: 17
o211ai_1: 2
clkbuf_2: 3
nand2_1: 9
buf_2: 5
clkdlybuf4s50_1: 4
routing by layer:
| metal | vias up | share of wire, % | routed length [um] | global-route usage, % |
|---|---|---|---|---|
| li1 | 427 | - | - | - |
| met1 | 388 | 51 | 1350 | 11.7 |
| met2 | 27 | 40 | 1060 | 11.3 |
| met3 | 0 | 8.9 | 234 | 2.16 |
| met4 | 0 | 0 | 0 | 0 |
| met5 | - | 0 | 0 | 0 |
worst max-delay path by stage:
stage	start	endpoint	slack (ns)	depth (start not counted)
after CTS	current_instruction_address[0]	current_instruction[17]	-0.1	5
after global routing	current_instruction_address[1]	current_instruction[17]	-0.07	5
final	current_instruction_address[1]	current_instruction[17]	-0.03	5
stage by stage:
| stage | setup WS, ns | instances | util, % | hold WS, ns |
|---|---|---|---|---|
| 2_1_floorplan | 0.205 | 87 | - | 0.794 |
| 3_3_place_gp | -0.802 | 185 | 33.2 | 1.86 |
| 3_5_place_dp | -0.799 | 185 | 33.2 | 1.86 |
| 4_1_cts | -0.0952 | 198 | 40.4 | 1.11 |
| 5_1_grt | -0.0671 | 198 | 42.7 | 1.11 |
| 6_report | -0.0294 | 198 | 42.7 | 1.08 |
where the power goes:
part           internal (uW)  total, uW  switching, uW  leakage [uW]
registers                  0          0              0             0
logic                    154        260            106      0.000801
clock network              0          0              0             0
No activity file was given, so power comes from the tool's default toggle rates.
