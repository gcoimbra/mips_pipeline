===== /design/flow/config.mk =====
export PLATFORM = sky130hd
export DESIGN_NAME = mALU
export DESIGN_NICKNAME = mALU
export VERILOG_FILES = /design/flow/design.v
export SDC_FILE = /design/flow/constraint.sdc
export NUM_CORES = 4
export LEC_CHECK = 1
export CORE_UTILIZATION = 40

===== /design/flow/design.v =====
module mALU
(
	input signed [31:0] A,
	input signed [31:0] B,
	input[3:0] ctrl_alu,
	output reg[31:0] alu_main_out,
	output wire alu_zero
);
	assign alu_zero = (alu_main_out == 0);		 
	always @ (A,B, ctrl_alu) begin
		case (ctrl_alu)
			0: alu_main_out = A & B;   
			1: alu_main_out = A | B;   
			2: alu_main_out = A + B;   
			6: alu_main_out = A - B;   
			7: alu_main_out = A < B;   
			12: alu_main_out =~ (A | B);  
			default: alu_main_out <= 0;
		endcase
	end
endmodule

===== /design/flow/run.sh =====
#!/bin/bash
# OpenROAD 26Q1-2900-gdf79404cd8, Yosys 0.63+post, stock flow scripts
make -C /OpenROAD-flow-scripts/flow DESIGN_CONFIG=/design/flow/config.mk WORK_HOME=/design/flow/orfs finish

===== /design/flow/constraint.sdc =====
current_design mALU

set clk_period 23.2
set clk_io_pct 0.2

create_clock -name clk0 -period $clk_period

set non_clock_inputs [all_inputs -no_clocks]
set_input_delay [expr $clk_period * $clk_io_pct] -clock clk0 $non_clock_inputs
set_output_delay [expr $clk_period * $clk_io_pct] -clock clk0 [all_outputs]

==> flow_summary.toml <==
# synthesis and place-and-route metrics
[layout]
final_util = 0.499
clkbuf_count = 0
register_area_sq_um = 0
fin_area_sq_um = 6650
drive_gt1_frac = 0.0556
areaGrowthSynthToFinish_pct = 20.3
n_sequential_cell = 0
instances_no_fill = 1057

[yosys]
top_cell_area_share = 0.231
ys_types = 84
synth_area_sq_um = 5530
synthCells = 820
yosys_warnings = 1
synth_seq_share = 0
synthTopCellsByCount = "ha_1, inv_1, nor2_1, a21oi_1, nand2_1"
yosys_area_sq_um = 5530
yosys_cells = 820
topCellsByArea = "ha_1, a21oi_1, inv_1, nor2_1, a221oi_1"
avgSynthCellArea_sq_um = 6.74
top_cell = "ha_1"
largest_area_cell = "ha_1"

[power_and_ir_drop]
power.total_uw = 163
cellPowerDensity_nw_per_um2 = 24.5
peakVddDrop_mv = 0.0132
leakagePower_nw = 2.88

[placed_design]
dp_hpwl_microns = 17100
dpl_cell_area_sq_um = 6650
portBuffers = 101
dp.cells = 1057
gp_congestion = 0.994
place_ws_ns = 9.25

[setup_path]
path_buffers = 4
cp_cell_sequence = "clkdlybuf4s50_1, inv_1, ha_1, inv_1, a21o_1, o311ai_4, o211ai_4, o31a_4, a221oi_2, o21ai_1, or4_1, nor4_1, and4b_1, and4b_1, clkdlybuf4s50_1"
crit_family = "AND-OR/OR-AND gates"
critical_path.startpoint = "A[10]"
critPathMaxFanout = 12
slowest_delay_ns = 0.60
crit_required_ns = 18.56
cpMaxStageDelayCell = "clkdlybuf4s50_1"
arrival_ns = 9.32
end_kind = "primary output"
start_kind = "primary input"
worstSetupPathType = "in2out"

[status]
status = "completed"

[drt]
viasPerCell = 6.31
vias = 6667
drcViolationCount = 0
diodes = 0
initialDrtViolationCount = 712
routed_wl_microns = 21500
ant_nets = 0
route.detailed.wl_per_inst_microns = 20.4
firstDrtPassIters = 5

[final_timing]
setup_slack_ns = 9.24
hold_ws_ns = 10.53
slew_headroom = 0.440
hold_viol_final = 0
tightest_slew_ns = 0.838
tns_ns = 0
period_used_share = 0.602
fmax_mhz = 71.6
drv_slew = 0
rsz0062_at_grt = "false"
setup_viol = 0
fin_crit_ns = 13.96

[floorplan]
design.core.area_sq_um = 13300
initCoreUtil = 0.414
io_pins = 101
die_h_microns = 120
rows = 42
die_area_sq_um = 14300
die_x_microns = 120

[job]
cap_violations = 0
warnings = 102

[clocking]
cts_resized = 0
cts_setup_buffers = 0
holdBufCountCts = 0

[grt]
grt_pass1_vias = 6103
grt_start_max_net_pins = 36
globalRouteOverflowTotal = 0
grtUsageTotal = 0.303
antenna_found_initial = 0
grt_pass1_wl_microns = 33600

[hold_path]
hp-class = "in2out"
hold_path_startpoint = "B[18]"
## final cells by class
class / instances / area [sq um]
inverter: 98 / 368
tap: 176 / 220
fill: 1316 / 6690
timing repair buffer: 113 / 1100
multi-input combinational: 670 / 4960
## layer usage
metal | part of all wire | track usage
met5 | 0 | 0
met4 | 0.029 | 0.0781
met3 | 0.084 | 0.0374
met1 | 0.44 | 0.423
met2 | 0.45 | 0.492
## report_power, final
group	switching [mW]	total, mW	internal [mW]	leakage, nW
Combinational	0.0950	0.163	0.0682	2.88
Clock	0	0	0	0
Sequential	0	0	0	0
## worst min-delay path, stage by stage
cell and delay (ns):
clkdlybuf4s50_1 0.43, ha_1 0.23, nand2_1 0.09, o2111ai_1 0.09, clkdlybuf4s50_1 0.41
## worst paths after layout
check / cells after the start / end / slack, ns
worst max-delay path: 15 / alu_zero / 9.24
worst min-delay path: 5 / alu_main_out[18] / 10.53
## kinds of logic (layout without fill, tap and decap cells)
kind of cell,after synthesis,in the layout,share of synthesized area
mux,3,3,0.00588
fa+ha+maj,104,104,0.238
buf+inv,150,211,0.108
simple gates,238,238,0.213
xor+xnor,3,3,0.00475
compound gates,322,322,0.430
## cells in the final DEF (no fill, tap or decap), types with 7 or more instances in the layout
master / Yosys / layout
o21ai_0: 34 / 34
o31ai_1: 12 / 12
nor3_1: 16 / 15
buf_4: 2 / 12
o211ai_1: 13 / 13
a221oi_1: 27 / 27
a21o_1: 15 / 15
a31oi_1: 18 / 18
nand4_1: 7 / 7
nand2b_1: 10 / 10
nor4_1: 14 / 13
a21oi_1: 73 / 73
nor2_1: 79 / 79
o22ai_1: 11 / 11
inv_1: 97 / 97
a211oi_1: 8 / 8
clkdlybuf4s50_1: 0 / 101
nand3_1: 15 / 15
nand2_1: 54 / 54
a22oi_1: 9 / 9
ha_1: 102 / 102
o21bai_1: 11 / 11
o22a_1: 9 / 9
Power is estimated from default activity; no workload was simulated.
