$ cat config.mk
export PLATFORM = sky130hd
export DESIGN_NAME = mDataMemory
export DESIGN_NICKNAME = mDataMemory
export VERILOG_FILES = /design/flow/design.v
export SDC_FILE = /design/flow/constraint.sdc
export NUM_CORES = 4
export LEC_CHECK = 1
export CORE_UTILIZATION = 30
$ cat constraint.sdc
current_design mDataMemory

set clk_period 45.5
set clk_io_pct 0.2

create_clock -name clk0 -period $clk_period [get_ports {clock}]

set non_clock_inputs [all_inputs -no_clocks]
set_input_delay [expr $clk_period * $clk_io_pct] -clock clk0 $non_clock_inputs
set_output_delay [expr $clk_period * $clk_io_pct] -clock clk0 [all_outputs]
$ cat design.v
module mDataMemory
(
	input wire clock,
	input wire reset,
	input wire[31:0] address,
	input wire[31:0] write_data,
	input wire ctrl_mem_read,
	input wire ctrl_mem_write,
	output reg[31:0] read_data
);
	reg[31:0] memory[0:63];
	integer i ;
	initial begin
		for(i = 0; i < 32; i = i + 1) 
		begin
			memory[i] = 31'b0;
		end
	end
	always @ (address, write_data, ctrl_mem_read)begin
		if(ctrl_mem_read)begin
			read_data <= memory[address];  
		end
	end
	always @ (posedge clock) begin
		if(ctrl_mem_write)begin
			memory[address] <= write_data;  
		end
	end
endmodule
$ cat run.sh
#!/bin/bash
# OpenROAD 26Q1-2900-gdf79404cd8, Yosys 0.63+post, stock flow scripts
make -C /OpenROAD-flow-scripts/flow DESIGN_CONFIG=/design/flow/config.mk WORK_HOME=/design/flow/orfs finish
==> notes.md <==
yosys + openroad results -> # rows 187, count of library flops with an enable pin 2048, Synth Area per Inst 18.58 µm², antenna violations before repair 10, yosys stat area 78770 µm², I/O Pins 100, total gr overflow 0, Mapped Cells 4239, CTS max path bufs 3, Worst IR Drop VDD 0.04081 mV, layout cell share with drive strength beyond 1 18.16%, Req. time, crit path 45.99 ns, RSZ-0062 raised after global routing no, ys async rst share 0%, crit path max fanout 83, setup violators final 0, CTS root buf clkbuf_16, WL per Instance 26.05 µm, Routed WL 209900 µm, GR Util All Layers 17.00%, area of the mapped netlist 78770 µm², worst hold path type primary input to flip-flop, top cell type's share of synthesized area 78.08%, Worst Setup End Kind flip-flop, Residual DRC 0, vias in the first global route 43890, Post-DP Area 84380 µm², Setup Crit Path Kind primary input to flip-flop, Post-CTS Repair Setup Buffers 0, DP Wirelength 126900 µm, outcome finished clean, chip area 264600 µm², H-tree Lvls 4, count of tool warnings 55, CTS Buf Count 194, post-cts resize count 0, Initial Util 30.25%, Synth Register Bits 2080, area leader, netlist edfxtp_1, Arrival @ worst endpoint 12.49 ns, Leak 28.55 nW, Logic area 16050 µm², Finished Layout Cells 8056, DR vias/cell 5.146, final worst path period share 26.36%, Placer Congestion 0.9724, CTS clk-pin slew, worst paths 0.06 ns, yosys cell count 4239, core area 260400 µm², fin crit period 11.99 ns, PortBufs 72, worst slew pin tran 1.378 ns, register area 61980 µm², Dominant flop cell edfxtp_1, Max Fclk 0.08338 GHz, library cells used by synthesis 56, via count 41460, Die X 514.4 µm, Starting DRT DRC Count 3138, global-route wire length before repair 305600 µm, largest net degree at the start of global routing 107, biggest area cells edfxtp_1 (78%), mux2i_1 (3.3%), mux4_2 (2.7%), Yosys Warn Count 1, Slew Viols, Final 0, dpl ws 32.81 ns, final-report hold violation count 0, placed cells 7693, CTS tree yes, cts hold-fix bufs 0, First-pass DRT Iterations 9, endpoints left unconstrained 64, Slew HR 5.726%, number of max-cap violations 0, cell area after layout 90770 µm², Pwr Density 43.23 nW/µm², synthesis-to-finish area growth 15.24%, setup tns final 0 ns, final antenna-violating net count 0, Die H 514.4 µm, filler cell count 23780, startpoint type of the worst setup path primary input, fin worst setup slack 33.51 ns, register pins left without a clock 32
[stage by stage]
| step | util (%) | hold WS, ns | power [mW] |
|---|---|---|---|
| after floorplan | - | 9.199 | 2.237 |
| after global placement | 32.40 | 9.533 | 2.345 |
| after detailed placement | 32.40 | 9.548 | 2.347 |
| after CTS | 34.85 | 8.660 | 3.951 |
| after global routing | 34.86 | 8.694 | 4.038 |
| final | 34.86 | 8.714 | 3.924 |
[worst max-delay path, cell delays in order]
cell and delay (ns):
buf_8 0.19, buf_4 0.48, buf_4 0.42, nor2_4 0.19
buf_4 0.48, nand3_1 0.14, buf_4 0.27, nor2_4 0.53
buf_4 0.39
[power by group]
group | total [mW] | switching [mW] | internal (mW)
combinational | 0.209 | 0.146 | 0.0628
sequential | 2.10 | 0.00340 | 2.09
clock | 1.62 | 0.685 | 0.934
[area by class of cell]
cell class,count,share of cell area (%)
timing repair buffer,257,2.171
sequential,2080,68.28
tap,3496,4.819
inverter,2,0.01654
multi-input combinational,1859,17.68
antenna,1,0.002757
clock inverter,121,1.355
clock buffer,240,5.679
[synth_stat cells, types with 2 or more instances]
master,instances
edfxtp_1,2048
a2111oi_0,15
o21ai_0,84
mux2_2,147
nor2b_1,8
dlxtp_1,32
nor4_1,14
buf_1,33
nand3_1,54
nor2_1,145
and3b_1,2
a22o_1,66
nand4_1,3
buf_6,2
a31oi_1,43
nand3b_1,2
nand2b_1,18
nor3_1,22
or4b_1,14
o2bb2ai_1,15
buf_2,83
nand2_1,28
o22a_1,70
buf_4,8
a21oi_1,121
a222oi_1,16
a221oi_1,175
o311ai_0,2
and2_1,5
a22oi_1,188
clkbuf_1,168
and3_1,85
buf_12,3
or3_1,4
a211oi_1,17
o22ai_1,93
a221o_1,15
mux4_2,96
or4_1,15
mux2i_1,259
o221ai_1,6
[cells in the final DEF, fill, tap and decap left out, drive strengths merged, types with 8 or more instances in the layout]
cell type / n
nor4: 14
edfxtp: 2048
nand3: 54
a221o: 15
a22o: 66
nand2: 28
o21ai: 85
o22a: 70
buf: 219
o22ai: 93
a31oi: 43
mux2i: 259
a21oi: 121
a2111oi: 15
clkinv: 84
inv: 9
nor2b: 8
nor3: 22
dlxtp: 32
clkbuf: 241
o2bb2ai: 15
a221oi: 175
a211oi: 17
nand2b: 18
mux4: 96
a22oi: 188
a222oi: 16
bufinv: 23
and3: 85
nor2: 145
mux2: 147
clkdlybuf4s50: 36
or4: 15
or4b: 14
[flip-flops by register name, summed over array words and instances (netlist names)]
register,count
memory,2048
read_data,32
[cell families after synthesis]
logic type,synth area share (%)
and+or+nand+nor,2.812
buffers and inverters,1.685
muxes,8.138
latches,0.6100
AOI/OAI and AO/OA,8.679
DFF,78.08
[routing by layer]
layer | track usage [%] | part of all wire, % | routed length, µm | vias up
li1 | - | - | - | 17980
met1 | 19.64 | 34 | 72100 | 20650
met2 | 25.28 | 46 | 96860 | 2450
met3 | 12.63 | 16 | 33980 | 358
met4 | 4.254 | 3.2 | 6640 | 14
met5 | 0.7123 | 0.14 | 300 | -
[final timing paths]
| kind | startpoint | end | depth (start not counted) |
|---|---|---|---|
| max | address[0] | memory[12][16] | 9 |
| min | write_data[15] | memory[40][15] | 1 |
Power and IR drop assume default switching activity.
